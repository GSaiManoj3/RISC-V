## ./design.v

```verilog
module Forward2 (
    input [31:0] rd2, Result_WriteBack, Alu_Result_M,
    input [1:0] Select,
    output [31:0] Result
);
assign Result = (Select[1])?Alu_Result_M:((Select[0])?Result_WriteBack:rd2);
endmodule
module Forward1 (
    input [31:0] rd1, Result_WriteBack, Alu_Result_M,
    input [1:0] Forward,
    output [31:0] Result
);
assign Result = Forward[1] ? Alu_Result_M : ((Forward[0]) ? Result_WriteBack : rd1 ) ;
endmodule
module Sign_Extend (
    input [31:0] Instruction,
    input [2:0] ImmSrc,
    output reg [31:0] Imm_Extend
);
localparam I = 3'b000,
           B = 3'b010,
           J = 3'b011,
           S = 3'b001,
           L = 3'b000;
always @(*)
begin
    case(ImmSrc)
        I : Imm_Extend = {{20{Instruction[31]}},Instruction[31:20]};
        B : Imm_Extend = {{19{Instruction[31]}},Instruction[31],Instruction[7],Instruction[30:25],Instruction[11:8],1'b0};
        J : Imm_Extend = {{11{Instruction[31]}},Instruction[31],Instruction[19:12],Instruction[20],Instruction[30:21],1'b0};
        S : Imm_Extend = {{20{Instruction[31]}},Instruction[31:25],Instruction[11:7]};
        L : Imm_Extend = {{20{Instruction[31]}},Instruction[31:20]};
        default Imm_Extend = 32'b0;
    endcase
end
endmodule
module Alu (
    input [31:0] rs1,
    input [31:0] rs2,
    output reg [31:0] result,
    input [3:0] control,
    output reg Zero_F , Sign_F 
);
localparam ADD = 3'b000 ,  
           SLL = 3'b001 ,
           SLT = 3'b010 ,
           SLTU = 3'b011 ,
           XOR = 3'b100 ,
           SRL = 3'b101 ,  
           OR  = 3'b110 ,
           AND = 3'b111 ;
wire [31:0] Add ;
wire [31:0] Shift ;
assign Add = rs1 + (control[0] ? (~rs2) : rs2) + control[0];  
assign Shift = rs1 >> rs2 ;
assign Shift[31] = (control[0]) ? rs1[31] : 0 ;  
always @(*)
begin
    case (control[3:1])
        ADD : result = Add;  
        SLL : result = rs1 << rs2 ;
        SLT : result = ($signed(rs1)<$signed(rs2)) ? 32'b1 : 32'b0 ; 
        SLTU : result = (rs1 < rs2) ? 32'b1 : 32'b0 ;
        XOR : result = rs1 ^ rs2 ;
        SRL : result = Shift ;
        OR  : result = rs1 | rs2 ;
        AND : result = rs1 & rs2 ;
        default : result = 32'bx ; 
    endcase
     Zero_F = &(~result) ;
     Sign_F = result[31] ;
end
endmodule
module Adder (
    input [31:0] Data1, Data2,
    output [31:0] Result
);
  assign Result = Data1 + Data2 ;
endmodule
module Mux2 (
    input Select,
    input [31:0] Data1, Data2,
    output [31:0] Result
);
assign Result = (Select) ? Data2 : Data1;
endmodule
module Mux3 (
    input [1:0] Select,
    input [31:0] Data1, Data2, Data3,
    output [31:0] Result
);
assign Result = (Select[1]) ? Data3 : ((Select[0]) ? Data2 : Data1 ) ;
endmodule
module Pc_Mux (
    input [31:0] Pc4F , JumpTarget ,
    input PcSrc,
    output [31:0] Pc_Reg
);
assign Pc_Reg = (PcSrc) ? JumpTarget : Pc4F ;
endmodule
module Pc_Mux2 (
    input [31:0] Pc_Target , Alu_result ,
    input Pc_JalSrc,
    output [31:0] Jump_Target
);
    assign Jump_Target = (Pc_JalSrc) ? Alu_result : Pc_Target;    
endmodule
module Program_Counter (
    input Clk,Reset,Enable,
    input [31:0] Pc,
    output reg [31:0] Pc_next
);
always @(posedge Clk or posedge Reset) begin
    if(Reset) begin
        Pc_next <= 0;
    end
    else if(Enable)
         Pc_next <= Pc ;
end
endmodule
module RegFile (
    input Clk, Write_Enable,
    input [4:0] rs1, rs2, rd,
    input [31:0] Write_Data,
    output reg [31:0] Rd1, Rd2
);
reg [31:0] RegisterFile [31:0] ;
always @(*) begin
    Rd1 = (rs1 != 0) ? RegisterFile[rs1] : 0 ;
    Rd2 = (rs2 != 0) ? RegisterFile[rs2] : 0 ; 
end
always @(negedge Clk)
begin
    if(Write_Enable)
        RegisterFile[rd] <= Write_Data;
end
endmodule
module ResultSrc_Mux (
    input [31:0] Alu_Result_W, Read_DataW, PC4_WriteBack,
    input [1:0] ResultSrc,
    output [31:0] Result_WriteBack
);
    assign Result_WriteBack = ResultSrc[1] ? PC4_WriteBack : (ResultSrc[0] ? Read_DataW : Alu_Result_W  ) ;
endmodule
```

## ./run.sh

```bash
#!/bin/bash
# OpenROAD 26Q1-2900-gdf79404cd8, Yosys 0.63+post, stock flow scripts
make -C /OpenROAD-flow-scripts/flow DESIGN_CONFIG=/design/flow/config.mk WORK_HOME=/design/flow/orfs finish
```

## ./config.mk

```make
export PLATFORM = sky130hd
export DESIGN_NAME = Alu
export DESIGN_NICKNAME = Alu
export VERILOG_FILES = /design/flow/design.v
export SDC_FILE = /design/flow/constraint.sdc
export NUM_CORES = 4
export LEC_CHECK = 1
export CORE_UTILIZATION = 30
```

## ./constraint.sdc

```tcl
current_design Alu

set clk_period 14.9
set clk_io_pct 0.2

create_clock -name clk0 -period $clk_period

set non_clock_inputs [all_inputs -no_clocks]
set_input_delay [expr $clk_period * $clk_io_pct] -clock clk0 $non_clock_inputs
set_output_delay [expr $clk_period * $clk_io_pct] -clock clk0 [all_outputs]
```

==> run notes <==
The detailed router put a total of 19.5 mm of wire on met1. Worst slew margin relative to its limit: 38.4%. The synthesized cell area was 8890 µm². The number of DRC violations after detailed routing was 0.

For the number of diodes, the log shows 0. By area the synthesized netlist is led by ha_1 18%, mux4_2 11%, mux2i_1 7.3%. Per the cell usage report, the commonest logic cells after layout are 126 x ha_1, 113 x nand2_1, 96 x clkdlybuf4s50_1, 90 x inv_1, 79 x a21oi_1. Per the hold report, the tightest min-delay path originates at control[1]. Routed signal wires occupy layers up through met4. Counting only logic cells after layout, the most numerous master is ha_1. The logs give 0 µm² for the area occupied by registers and 0 for the number of setup violations in the final report. With the total of warnings raised by yosys at 2, the power density over the cells is 40.0 nW/µm². The run finished with clean final reports. Detailed routing placed a total of 20.1 mm of wire on met2.

Checking hold timing, the worst path is listed with class input pin to output pin. The area of the placeable core was 28900 µm²; the data arrival time at the worst-slack endpoint was 8.02 ns. The final cycle utilization of the critical path was 73.8%.

The via density per instance was 6.19; the number of optimization iterations in the first detailed-route pass was 6. The tool warning count for the run is 96. Vertical extent of the die: 174 µm. The run gives 8890 µm² as the post-synthesis chip area from yosys. With the utilization of the core after routing at 35.4%, the post-place setup slack is 4.10 ns.

For the max capacitance violation total, the log shows 0. Number of DRC markers in iteration 0: 1064. At the floorplan stage, the core utilization is reported as 30.7%. The routed wirelength normalized by instance count was 27.3 µm.

The area growth from synthesis to layout was 15.2%. The first global-routing pass estimated 65.6 mm of wire. The die is 174 µm wide. Type of the worst setup path: input pin to output pin. STA classifies the critical path endpoint as an output pin. In the hold timing report, the worst path depth is 8. The number of rows created at floorplan was 62. Overall die area: 30300 µm². The synth_stat.txt file lists the number of cells as 1200. The HPWL after detailed placement is 35.5 mm.

Across all layers, the routed design uses 10.2k vias. Entering global routing, the biggest net connects 67 pins. The clock buffers instantiated in the layout total 0.

Max-slew violation total from the final report: 0. The cell sequence reported for the critical path is buf_4, buf_4, xor2_1, fa_1, a21o_1, nand4_1, a211oi_1, or3_1, o211ai_1, a21oi_1, or2_2, a2111oi_0, nand4_1, nor2_1, clkdlybuf4s50_1. The run gives 1.02 as the placer congestion estimate.

The fraction of final layout cells with drive strength greater than 1 is 11.6%. The critical path crosses 15 cells after its start point. The quantity of gates resized following cts was 0; the number of antenna violations at the first check in global routing was 0. The run gives 4.41 nW for the leakage component of the power. For the number of buffers inserted for hold repair after clock tree synthesis, the log shows 0. Transition time at the pin with the least slew margin: 0.921 ns.

In the Yosys stats the netlist draws on 83 distinct library cells. Grouping stages by cell kind, the critical path spends the most delay in buffers and inverters. Of the synthesized area, sequential elements account for 0%. Once placement finished, the instance area stood at 10200 µm².

The minimum clock period is 11.00 ns. The run gives 102 for the number of buffer cells added on primary ports. STA puts the critical path data required time at 11.92 ns.

The mean cell area of the mapped netlist works out to 7.41 µm². For the total negative setup slack, the log shows 0 ns. Among all stages on the critical path, the largest delay is contributed by buf_4.

Counting every instance in the synthesized netlist gives 1200. Per the placement report, the placed cell count is 1646. Per the timing report, the achievable frequency comes out to 90.9 MHz. Buffers added to address setup during post-CTS repair amount to 0. The total buffers and inverters traversed by the critical path works out to 3. Setup repair after global routing left no endpoint under its margin.

The share of the synthesized area in the top cell type is 17.7%. On the worst path, the slowest cell contributes a delay of 0.68 ns. The remaining antenna violation count is 0. The tools report the endpoint of the worst hold path as result[3].

The top fanout value on the critical path was 52. Wires add up to 45.0 mm. Cell accounting for the most synthesized area: ha_1.

The sum of met3 wire segment lengths after detailed routing came out at 3.73 mm. For this design the top-level I/O count stands at 102. The total overflow left after global routing is 0. The run gives 0.0179 mV as the worst voltage drop across the vdd grid. The worst setup path is launched from an input pin. The final hold violation count recorded for this run is 0. The flop count came out at 0. The non-filler instance count after layout is 1646, and the final design instance area without fill is 10200 µm². Number of global-route vias before repair: 9644. The critical path in the final layout is reported with a setup slack of 3.90 ns. The global routing report lists combined usage of all routing layers as 29.7%.
==> power by group <==
| part | internal (W) | leakage (nW) | total, W | switching, W |
|---|---|---|---|---|
| combinational | 0.000166 | 4.41 | 0.000410 | 0.000244 |
| clock | 0 | 0 | 0 | 0 |
| sequential | 0 | 0 | 0 | 0 |
==> how the worst max path moves through the flow <==
stage,start,end
5_1_grt,rs2[1],Zero_F
6_report,rs2[1],Zero_F
4_1_cts,rs2[1],Zero_F
==> Yosys cell counts, types with 9 or more instances <==
cell      count
o211ai_1     13
and3_1       11
buf_1        16
nor2b_1      13
nor3_1       28
xnor2_1      12
a211oi_1     11
or2_2        10
xor2_1       38
a22oi_1      11
mux4_2       42
nor2_1       75
ha_1        126
and2_1       11
buf_2        10
a31oi_1      16
o21a_1       10
a21o_1       16
o22ai_1      16
inv_1        90
nand2b_1     10
a221oi_1      9
mux2i_1      65
a21oi_1      79
nor4_1       15
o21ai_0      71
nand2_1     113
nand4_1      12
clkbuf_1     37
mux2_2       30
nand3_1      36
==> per-stage QoR <==
| stage | hold WS, ns | power (W) |
|---|---|---|
| 2_1_floorplan | 6.24 | 0.000250 |
| 4_1_cts | 7.10 | 0.000401 |
| 3_5_place_dp | 7.10 | 0.000398 |
| 3_3_place_gp | 7.10 | 0.000401 |
| 6_report | 7.10 | 0.000410 |
| 5_1_grt | 7.16 | 0.000439 |
==> cell type report <==
type	count	area, µm²
Fill cell	3010	18700
Multi-Input combinational cell	1029	8140
Timing Repair Buffer	140	1280
Tap cell	384	480
Inverter	93	349
==> logic make-up (layout without fill, tap and decap cells) <==
family                     Yosys count  count (layout)  synth area share (%)
AOI/OAI and AO/OA                  350             350                  26.6
muxes                              138             138                  21.9
buffers and inverters              171             233                  8.53
xor gates and xnor gates            50              50                  4.92
and+or+nand+nor                    364             364                  20.1
adders and majority gates          127             127                  18.0
==> routing by layer <==
metal  track usage [%]  vias to the layer above
met5                 0                        -
met4              9.32                        0
met3              4.75                       77
met2              46.0                      535
met1              42.6                     4947
li1                  -                     4635
Power is estimated from default activity; no workload was simulated.
