==> /design/flow/design.v <==
module Iex_IMem (
    input Clk, Reset,
    input [31:0] Alu_Result_E , Write_Data_E, PC4_Execute,
    input [4:0] Rd_E,
    output reg [31:0] Alu_Result_M, Write_Data_M, PC4_Memory,
    output reg [4:0] Rd_M
);
always @(posedge Clk or posedge Reset) begin
    if(Reset) begin
        Alu_Result_M <= 0;
        Write_Data_M <= 0;
        PC4_Memory   <= 0;
        Rd_M         <= 0;
    end
    else begin
        Alu_Result_M <= Alu_Result_E;
        Write_Data_M <= Write_Data_E;
        PC4_Memory   <= PC4_Execute;
        Rd_M         <= Rd_E;
    end
end
endmodule 
module Id_Iex (
    input Clk, Reset, Clear,
    input [31:0] Read_Data1 , Read_Data2, PC_Decode, PC4_Decode, Imm_Extnd,
    input [4:0] Rs1_Decode, Rs2_Decode, Rd_Decode,
    output reg [31:0] Read_Data1_E, Read_Data2_E, PC_Execute, PC4_Execute, Imm_Extend_exe,
    output reg [4:0] Rs1_Execute, Rs2_Execute, Rd_Execute
);
always @(posedge Clk or posedge Reset ) begin
    if(Reset) begin
        Rd_Execute <= 0;
        Rs1_Execute <= 0;
        Rs2_Execute <= 0;
        Read_Data2_E <= 0;
        Read_Data1_E <= 0;
        PC_Execute <= 0;
        PC4_Execute <= 0;
        Imm_Extend_exe <= 0;
    end
    else if(Clear) begin
        Rd_Execute <= 0;
        Rs1_Execute <= 0;
        Rs2_Execute <= 0;
        Read_Data2_E <= 0;
        Read_Data1_E <= 0;
        PC_Execute <= 0;
        PC4_Execute <= 0;
        Imm_Extend_exe <= 0;
    end
    else begin
        Rd_Execute <= Rd_Decode;
        Rs1_Execute <= Rs1_Decode;
        Rs2_Execute <= Rs2_Decode;
        Read_Data2_E <= Read_Data2;
        Read_Data1_E <= Read_Data1;
        PC_Execute <= PC_Decode;
        PC4_Execute <= PC4_Decode;
        Imm_Extend_exe <= Imm_Extnd;
    end
end
endmodule
module Imem_Iw (
    input Clk, Reset,
    input [31:0] Alu_Result_M, Read_DataM, PC4_Memory,
    input [4:0] Rd_M,
    output reg [31:0] Alu_Result_W, Read_DataW, PC4_WriteBack,
    output reg [4:0] Rd_W
);
always @(posedge Clk or posedge Reset) begin
    if(Reset) begin
        Alu_Result_W <= 0;
        Read_DataW <= 0;
        PC4_WriteBack <= 0;
        Rd_W <= 0;
    end
    else begin
        Alu_Result_W <= Alu_Result_M;
        Read_DataW <= Read_DataM;
        PC4_WriteBack <= PC4_Memory;
        Rd_W <= Rd_M;
    end
end
endmodule
module If_Id (
    input Clk, Reset, Clear, Enable,
    input [31:0] Instruction_Fetch, PC_Fetch, PC4_Fetch,
    output reg[31:0] Instruction_Decode, PC_Decode, PC4_Decode
);
always @(posedge Clk or posedge Reset)
    begin
    if(Reset) begin
        Instruction_Decode <= 0;
        PC_Decode <= 0;
        PC4_Decode <= 0;
     end    
     else if(Enable) begin
        if(Clear) begin
            Instruction_Decode <= 0;
            PC_Decode <= 0;
            PC4_Decode <= 0;
        end
        else begin
            Instruction_Decode <= Instruction_Fetch;
            PC_Decode <= PC_Fetch;
            PC4_Decode <= PC4_Fetch;
        end
     end
    end
endmodule
==> /design/flow/run.sh <==
#!/bin/bash
# OpenROAD 26Q1-2900-gdf79404cd8, Yosys 0.63+post, stock flow scripts
make -C /OpenROAD-flow-scripts/flow DESIGN_CONFIG=/design/flow/config.mk WORK_HOME=/design/flow/orfs finish
==> /design/flow/config.mk <==
export PLATFORM = sky130hd
export DESIGN_NAME = Id_Iex
export DESIGN_NICKNAME = Id_Iex
export VERILOG_FILES = /design/flow/design.v
export SDC_FILE = /design/flow/constraint.sdc
export NUM_CORES = 4
export LEC_CHECK = 1
export CORE_UTILIZATION = 30
==> /design/flow/constraint.sdc <==
current_design Id_Iex

set clk_period 1.0
set clk_io_pct 0.2

create_clock -name clk0 -period $clk_period [get_ports {Clk}]

set non_clock_inputs [all_inputs -no_clocks]
set_input_delay [expr $clk_period * $clk_io_pct] -clock clk0 $non_clock_inputs
set_output_delay [expr $clk_period * $clk_io_pct] -clock clk0 [all_outputs]
==> results.txt <==
status: complete, but fails checks
failing checks: design-rule violations, negative setup slack
Layout Area Growth over Synthesis: 67.5%
maximum fanout along the worst path: 1
antenna violations before repair: 0
family with the most delay on the worst path: flip-flops
Top Layout Cells: clkdlybuf4s50_1, dfrtp_1, nor2b_1, buf_2, clkbuf_16
H-tree levels: 4
clk slew on worst S/H paths: 70 ps
DR top layer: met4
period utilization: 113%
vias in the first global route: 4067
via count: 3933
dominant logic cell type in the layout: clkdlybuf4s50_1
Die W: 138 µm
Critical path origin: PC4_Execute[26]$_DFF_PP0_
Cell Area, Synth: 5570 µm²
Max VDD drop: 0.00109 V
Synth top area share: 78.6%
port bufs: 352
Crit path depth: 1
tool warnings: 28
Worst EP required: 800 ps
IO Pins: 353
cts hold-fix bufs: 0
WL met2: 7570 µm
critical path's largest stage delay: 380 ps
leakage power: 0.00461 µW
Setup crit end: PC4_Execute[26]
CP max-delay cell: dfrtp_1
power per cell area: 1690 nW/µm²
largest net degree at the start of global routing: 79
# rows: 49
post-route ant nets: 0
1st-iter DRT viols: 163
yosys cell count: 370
global-route wire length before repair: 24100 µm
worst setup margin: -133 ps
Post-synth area hogs: dfrtp_1, nor2b_1, buf_2, clkbuf_1, inv_1
CP Cell Sequence: buf_2
maximum root-to-sink buffer count: 2
leading area contributor after synthesis: dfrtp_1
wire length per cell: 15.7 µm
Core Density at Floorplan: 30.8%
CTS root buf: clkbuf_16
Syn Area/Cell: 15.1 µm²
GPL Wtd Cong: 0.822
CTS tree: yes
total track usage: 17.3%
max_cap viols: 0
Synth Warn #: 1
Distinct cells, synth: 5
Final min period: 1130 ps
chip area in the Yosys report: 5570 µm²
clock sink total: 175
TritonCTS Buffers: 17
WL met3: 1800 µm
Total Routed Length: 15400 µm
vias per cell: 4.01
Crit Path Category: flip-flop to primary output
die area: 19100 µm²
Core ar.: 18100 µm²
Critical Path AT: 930 ps
Post-DP HPWL: 11600 µm
share of cells above drive strength 1: 29.9%
DP Worst Slack: -89.2 ps
Post-CTS Setup Bufs: 0
DRT met1 WL: 5730 µm
Hold Fails Final Rpt: 0
ANT cells: 0
Tot Pwr: 15800 µW
final setup fails: 175
relative max-transition margin: 77.2%
first-pass detailed-route iteration total: 46
max-slew violation count: 0
total negative setup slack: -14150 ps
Hold Crit Class: input pin to asynchronous set/reset pin
Gate Count Post-Synth: 370
GRT overflow: 0
Worst Setup End Kind: primary output
register area share after synthesis: 78.6%
fillers: 1553
worst path bufs/invs: 1
Die Y: 138 µm
#FFs+latches synth: 175
fmax: 882 MHz
RSZ-0062 raised after global routing: yes
slew at the pin with the worst max-slew slack: 342 ps
Critical Path Source Type: flip-flop
DRC: 66
## worst min path at each step
stage / to / depth (start not counted) / from / slack [ps]
finish: PC_Execute[14]$_DFF_PP0_ / 3 / Reset / 170
CTS: PC_Execute[22]$_DFF_PP0_ / 3 / Reset / 160
global route: PC_Execute[14]$_DFF_PP0_ / 3 / Reset / 180
## kinds of logic (layout without fill, tap and decap cells)
group,Yosys count,in the layout,synth area share (%)
flip-flops,175,175,78.6
AND/OR/NAND/NOR,175,175,19.7
buffers and inverters,20,402,1.73
## stage by stage
stage / instances / hold WS (ps) / instance area, µm² / utilization, %
after floorplan: 370 / 338 / 5570 / -
after global placement: 951 / 602 / 9610 / 53.1
after detailed placement: 951 / 607 / 9610 / 53.1
after CTS: 981 / 157 / 9330 / 51.6
after global routing: 981 / 177 / 9330 / 51.6
final: 981 / 174 / 9330 / 51.6
## where the power goes
| group | switching (µW) | internal (µW) | leakage, µW | total [µW] |
|---|---|---|---|---|
| Clock | 2610 | 4010 | 0.000288 | 6620 |
| Sequential | 80.4 | 7430 | 0.00226 | 7510 |
| Combinational | 514 | 1120 | 0.00206 | 1630 |
## registers in the layout, indices dropped and copies added (netlist names)
| register | count |
|---|---|
| Rs2_Execute | 5 |
| Rd_Execute | 5 |
| Read_Data1_E | 32 |
| PC4_Execute | 32 |
| PC_Execute | 32 |
| Imm_Extend_exe | 32 |
| Read_Data2_E | 32 |
| Rs1_Execute | 5 |
## synthesized netlist by cell type (all sizes together)
library cell and instances:
nor2b 175, dfrtp 175, inv 1, clkbuf 2, buf 17
## repair_timing
item	CTS	global route
endpoints found under the setup margin	175	175
endpoints found under the hold margin	0	0
resized	553	0
## metal layers
| metal | GRT usage, % | vias to the layer above |
|---|---|---|
| li1 | - | 1847 |
| met1 | 24.2 | 1853 |
| met2 | 27.4 | 218 |
| met3 | 6.25 | 15 |
| met4 | 2.78 | 0 |
| met5 | 0 | - |
## area by class of cell
type                    count  area [µm²]  area share, %
clock buffers              23         498           5.34
well taps                 229         287           3.07
multi-input cells         175        1090           11.7
flip-flops and latches    175        4380           46.9
clock inverters             7         101           1.09
repair buffers            371        2960           31.8
inverters                   1        7.51         0.0805
Power and IR drop assume default switching activity.
